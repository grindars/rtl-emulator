==> /design/flow/design.v <==
module KeyboardController (
    input CLK,
    input RESET,
    input [7:0] DI,
    output [7:0] DO,
    input [1:0] A,
    input CS,
    input RD,
    input WR,
    input KEY_STB,
    input [11:0] KEY_OP,
    output KEY_BUSY
);
    wire [7:0] KEY_SEL, KEY_VAL, KEY_MOD;
    wire [2:0] ROW_A;
    wire ROW_WR;
    wire [7:0] ROW_DI, ROW_DO;
    i8255 i8255 (
        .CLK(CLK),
        .RESET(RESET),
        .DIN(DI),
        .DOUT(DO),
        .A(A),
        .CS(CS),
        .WR(WR),
        .PA_I(8'b0000_0000),
        .PA_O(KEY_SEL),
        .PA_D(),
        .PB_I(KEY_VAL),
        .PB_O(),
        .PB_D(),
        .PC_I(KEY_MOD),
        .PC_O(),
        .PC_D()
    );
    RowRAM ram (
        .CLK(CLK),
        .RESET(RESET),
        .A(ROW_A),
        .DI(ROW_DI),
        .DO(ROW_DO),
        .WR(ROW_WR),
        .KEY_SEL(KEY_SEL),
        .KEY_VAL(KEY_VAL)
    );
    KeyboardDeserializer deser (
        .CLK(CLK),
        .RESET(RESET),
        .KEY_STB(KEY_STB),
        .KEY_OP(KEY_OP),
        .KEY_BUSY(KEY_BUSY),
        .KEY_MOD(KEY_MOD),
        .ROW_A(ROW_A),
        .ROW_WR(ROW_WR),
        .ROW_DI(ROW_DO),
        .ROW_DO(ROW_DI)
    );
endmodule
module KeyboardDeserializer (
    input CLK,
    input RESET,
    input KEY_STB,
    input [11:0] KEY_OP,
    output reg KEY_BUSY,
    output reg [7:0] KEY_MOD,
    output [2:0] ROW_A,
    output reg ROW_WR,
    input [7:0] ROW_DI,
    output [7:0] ROW_DO
);
    reg [1:0] STATE;
    always @ (posedge CLK)
        if(RESET)
        begin
            STATE <= 2'b00;
            KEY_BUSY <= 1'b0;
            KEY_MOD <= 8'hFF;
            ROW_WR <= 1'b0;
        end
        else
            case(STATE)
            2'b00:
                if(KEY_STB)
                begin
                    KEY_BUSY <= 1'b1;
                    if(KEY_OP[11])
                    begin
                        KEY_MOD <= KEY_OP[7:0];
                        STATE <= 2'b10;
                    end
                    else
                    begin
                        ROW_WR <= 1'b1;
                        STATE <= 2'b01;
                    end
                end
            2'b01: STATE <= 2'b10;
            2'b10:
            begin
                ROW_WR <= 1'b0;
                KEY_BUSY <= 1'b0;
                if(!KEY_STB)
                    STATE <= 2'b00;
            end
            2'b11: ;
            endcase
    assign ROW_A = KEY_OP[10:8];
    assign ROW_DO = KEY_OP[7:0];
endmodule
(* priority_extract = "force" *)
module MatrixEncoder (
    input [7:0] SEL_MASK,
    output reg [2:0] SELECTED_ROW
);
    always @ (SEL_MASK or SELECTED_ROW)
        if(!SEL_MASK[0])
            SELECTED_ROW = 3'h0;
        else if(!SEL_MASK[1])
            SELECTED_ROW = 3'h1;
        else if(!SEL_MASK[2])
            SELECTED_ROW = 3'h2;
        else if(!SEL_MASK[3])
            SELECTED_ROW = 3'h3;
        else if(!SEL_MASK[4])
            SELECTED_ROW = 3'h4;
        else if(!SEL_MASK[5])
            SELECTED_ROW = 3'h5;
        else if(!SEL_MASK[6])
            SELECTED_ROW = 3'h6;
        else if(!SEL_MASK[7])
            SELECTED_ROW = 3'h7;
        else
            SELECTED_ROW = 3'h0;
endmodule
module RowRAM (
    input CLK,
    input RESET,
    input [2:0] A,
    input WR,
    input [7:0] DI,
    output reg [7:0] DO,
    input [7:0] KEY_SEL,
    output reg [7:0] KEY_VAL
);
    reg [7:0] RAM [0:7];
    wire [2:0] ROW_A;
    MatrixEncoder enc (
        .SEL_MASK(KEY_SEL),
        .SELECTED_ROW(ROW_A)
    );
    always @ (posedge CLK)
        if(RESET)
            DO <= 8'h00;
        else
        begin
            DO <= RAM[A];
            if(WR)
            begin
                RAM[A] <= DI;
            end
        end
    always @ (posedge CLK)
        if(RESET)
            KEY_VAL <= 8'h00;
        else
            KEY_VAL <= RAM[ROW_A];
endmodule
module i8255(
    input CLK,
    input RESET,
    input [7:0] DIN,
    output reg [7:0] DOUT,
    input [1:0] A,
    input CS,
    input WR,
    input [7:0] PA_I,
    output [7:0] PA_O,
    output reg [7:0] PA_D,
    input [7:0] PB_I,
    output [7:0] PB_O,
    output reg [7:0] PB_D,
    input [7:0] PC_I,
    output [7:0] PC_O,
    output reg [7:0] PC_D
);
    wire [7:0] PA, PB, PC;
    reg [7:0] PA_REG, PB_REG, PC_REG, CTRL;
    always @ (CS or A or DOUT or PA or PB or PC or CTRL)
        casez({CS, A})
        3'b0zz: DOUT = 8'hFF;  
        3'b100: DOUT = PA;     
        3'b101: DOUT = PB;     
        3'b110: DOUT = PC;     
        3'b111: DOUT = CTRL;   
        endcase
    always @ (posedge CLK)
        if(RESET)
        begin
            PA_REG <= 8'hFF;
            PB_REG <= 8'hFF;
            PC_REG <= 8'hFF;
            CTRL   <= 8'h9B;
        end
        else if(WR && CS)
            casez({ A, DIN[7], DIN[0] })
            4'b00zz: PA_REG <= DIN;  
            4'b01zz: PB_REG <= DIN;  
            4'b10zz: PC_REG <= DIN;  
            4'b111z: CTRL   <= DIN;  
            4'b1100: PC_REG <= PC_REG & ~(1 << DIN[3:1]);  
            4'b1101: PC_REG <= PC_REG | (1 << DIN[3:1]);      
            endcase
    assign PA = (PA_O & PA_D) | (PA_I & ~PA_D);
    assign PB = (PB_O & PB_D) | (PB_I & ~PB_D);
    assign PC = (PC_O & PC_D) | (PC_I & ~PC_D);
    // synthesis translate_off
    always @ (posedge CLK)
        if(CS && WR && A == 2'b11 && DIN[7] == 1'b0 && (DIN[2] != 1'b0 || DIN[6:5] != 2'b00))
            $write("i8255: Attempted to set non-zero mode\n");
    // synthesis translate_on
    assign PA_O = PA_REG;
    assign PB_O = PB_REG;
    assign PC_O = PC_REG;
    always @ (CTRL or PA_D)
        if(CTRL[4])
            PA_D[7:0] = 8'b0000_0000;
        else
            PA_D[7:0] = 8'b1111_1111;
    always @ (CTRL or PB_D)
        if(CTRL[1])
            PB_D[7:0] = 8'b0000_0000;
        else
            PB_D[7:0] = 8'b1111_1111;
    always @ (CTRL or PC_D)
    begin
        if(CTRL[0])
            PC_D[3:0] = 4'b0000;
        else
            PC_D[3:0] = 4'b1111;
        if(CTRL[3])
            PC_D[7:4] = 4'b0000;
        else
            PC_D[7:4] = 4'b1111;
    end
endmodule
==> /design/flow/run.sh <==
#!/bin/bash
# OpenROAD 26Q1-2900-gdf79404cd8, Yosys 0.63+post, stock flow scripts
make -C /OpenROAD-flow-scripts/flow DESIGN_CONFIG=/design/flow/config.mk WORK_HOME=/design/flow/orfs finish
==> /design/flow/config.mk <==
export PLATFORM = sky130hd
export DESIGN_NAME = KeyboardController
export DESIGN_NICKNAME = KeyboardController
export VERILOG_FILES = /design/flow/design.v
export SDC_FILE = /design/flow/constraint.sdc
export NUM_CORES = 4
export LEC_CHECK = 1
export CORE_UTILIZATION = 30
==> /design/flow/constraint.sdc <==
current_design KeyboardController

set clk_period 5.2
set clk_io_pct 0.2

create_clock -name clk0 -period $clk_period [get_ports {CLK}]

set non_clock_inputs [all_inputs -no_clocks]
set_input_delay [expr $clk_period * $clk_io_pct] -clock clk0 $non_clock_inputs
set_output_delay [expr $clk_period * $clk_io_pct] -clock clk0 [all_outputs]
==> notes.md <==
Physical implementation.

- The registers of the reported paths see a clock transition of 0.06 ns.
- The max-cap check violation count is 0.
- Yosys reports a chip area of 0.005077 mm^2.
- STA reports the tightest min-delay check as being of type reg2reg.
- The number of warning messages in the logs is 26.
- The post-route minimum period is 4.019 ns.
- The first-pass detailed-route iteration total is 4.
- According to the CTS report, the clock sink count is 117.
- The tally of unique sky130hd cells used after synthesis is 45.
- The script computed a power per unit cell area of 372.4 mW/mm^2.
- The actual slew at the worst max-slew pin is 0.8847 ns.
- The final weighted congestion recorded by global placement is 0.9409.
- The area of the core is 0.01652 mm^2.
- Setup total negative slack on the finished layout was measured at 0 ns.
- The worst slew slack as a fraction of its limit is 40.95%.
- Once the clock tree was built, the resizer swapped 0 gates to a different size.
- The share of post-route cells with drive strength above 1 is 11.49%.
- The clock buffer count from CTS is 17.
- The kind of capture point of the worst setup path is an output pin.
- The synthesis report gives the async set-or-reset register share as 0%.
- The type of origin of the critical path is an input port.
- In this run the critical register-to-register path is captured at ram.KEY_VAL[4].
- The detailed router reported a total wirelength of 11740 um.
- The destination of the worst hold path is deser.STATE[1].
- The setup check on the worst reg-to-reg path leaves a slack of 2.77 ns.
- The mean instance size in the synthesized netlist is 11.16 um^2.
- Port buffering added 35 buffers.
- The largest clock skew in the final design is 0.008439 ns.
- The largest net degree at the start of global routing is 36.
- The number of global-route vias before repair is 3558.
- 37 I/O pins were placed.
- The first global-routing pass estimated 19090 um of wire.
- The report lists the number of standard-cell rows as 47.
- According to the floorplan report, the total die area is 0.01745 mm^2.
- The number of pins exceeding their max-slew limit in the final report is 0.
- For the worst reg-to-reg path, the startpoint reported by OpenROAD is i8255.PA_REG[3].
- In the Yosys report, the sequential cells make up 58.75% of the chip area.
- Buffers inserted to repair hold after CTS numbered 0.
- The post-synth count of flops with an enable pin is 64.
- Per STA, the library cell used most along the worst path is sky130_fd_sc_hd__clkdlybuf4s50_1.
- Once synthesis finished, the tally of register bits stood at 117.
- The number of antenna cells inserted is 0.
- The top cell family by delay on the critical path is buffers and inverters.
- The top cell type by total area after synthesis is sky130_fd_sc_hd__edfxtp_1.
- Together, buffers and inverters on the worst path number 2.
- The floorplan step set the die width to 132.1 um.
- Detailed-route iteration 0 reported a violation count of 225.
- The cell area that synthesis handed to floorplanning was 0.005077 mm^2.
- In the final routed layout, each cell accounts on average for 16.19 um.
- The synthesis run shows the most used standard cells to be sky130_fd_sc_hd__nand2_1 (66), sky130_fd_sc_hd__edfxtp_1 (64), sky130_fd_sc_hd__dfxtp_1 (53).
- The minimum setup slack after placement is 1.224 ns.
- The later pin in the worst-skew pair is clocked with a latency of 0.40 ns.
- Summed over all cells, the static leakage comes to 2.388 nW.
- The cell count listed in synth_stat.txt is 455.
- The last timing report of the flow puts the setup violation total at 0.
- The global-route usage over all layers is 14.65%.
- The critical path in the final layout is reported with a setup slack of 1.181 ns.
- Detailed placement finished with a half-perimeter wire length of 8042 um.
- The maximum clock rate is 248.8 MHz.
- The area added between synthesis and finish is 22.72%.
- Nets still carrying antenna violations after routing amount to 0.
- Walking the worst path, the cells encountered are clkdlybuf4s50_1 -> nor3_1 -> a22oi_1 -> nand3_1 -> clkdlybuf4s50_1.
- Per the post-synthesis report, the number of cells in the design is 455.
- The number of antenna violations at the first check in global routing came to 0.
- TritonCTS built the clock tree.
- The main area contributors are sky130_fd_sc_hd__edfxtp_1 (38%), sky130_fd_sc_hd__dfxtp_1 (21%), sky130_fd_sc_hd__mux2i_1 (6.7%).
- OpenROAD reports that the post-layout worst path occupies 77.30% of the period.
- The most used standard cell by instance count after synthesis is sky130_fd_sc_hd__nand2_1.
- The warning tally printed by Yosys for this design is 5.
- The worst ir drop on vdd is 0.3111 mV.
- The start point of the worst hold path is deser.STATE[2].
- The flow ran to the end, and the final reports show no timing, DRC or antenna violations.
- Per the OpenROAD floorplan log, the height of the die is 132.1 um.
- The buffer levels on the longest clock path is 2.
- The number of endpoints with negative hold slack in the final report is 0.
- The number of DRC violations after detailed routing is 0.
- The cell chosen for the clock root is sky130_fd_sc_hd__clkbuf_16.
- Per the GRT congestion report, total overflow comes to 0.
- In this design, the stage delay of the slowest critical-path cell is 0.59 ns.
- Setup repair after global routing left no endpoint under its margin.
- The type of the worst setup path is in2out.
- The most used flip-flop cell after synthesis is sky130_fd_sc_hd__edfxtp_1.
- The slowest stage of the critical path belongs to the cell sky130_fd_sc_hd__nor3_1.
- The routed design shows a via density per instance of 4.979.
- Per the CTS log, the maximum H-tree level is 4.
- The endpoint required time on the critical path is 4.16 ns.
- The arrival time at the worst endpoint is 2.98 ns.
- The count of cells along the worst register-to-register path is 5.
- Of all nets on the critical path, the largest fanout is 9.
- The cell count of the worst hold path is 2.
- Post-CTS timing repair inserted 0 buffers for setup.
- The starting density of the core is 30.73%.
- Summed over its instances, the top area cell type makes up 37.85% of the synthesized netlist area.
- The overall via count from detail_route is 3610.
==> where the power goes <==
part / switching, mW / leakage (nW) / total [mW] / internal, mW
registers: 0.0167 / 1.01 / 1.02 / 0.999
clock network: 0.436 / 0.274 / 1.10 / 0.668
logic: 0.113 / 1.10 / 0.201 / 0.0883
==> layout make-up <==
type / instances / area [um^2]
Fill cell: 1532 / 10290
Multi-Input combinational cell: 304 / 1961
Clock inverter: 15 / 146.4
Clock buffer: 17 / 425.4
Sequential cell: 117 / 2983
Inverter: 10 / 37.54
Timing Repair Buffer: 42 / 402.9
Tap cell: 220 / 275.3
==> per-layer routing <==
metal / vias to the layer above / track usage, % / wire (um)
li1: 1765 / - / -
met2: 113 / 21.37 / 5228
met5: - / 1.944 / 41
met3: 14 / 4.829 / 708
met4: 2 / 1.809 / 152
met1: 1716 / 22.48 / 5606
==> how the worst max path moves through the flow <==
stage | cells after the start | slack (ns) | start | to
global route | 5 | 1.03 | A[1] | DO[5]
finish | 5 | 1.18 | A[1] | DO[2]
CTS | 5 | 1.23 | A[1] | DO[2]
==> through the flow <==
| stage | power [mW] | instance area [um^2] | utilization, % | hold slack [ns] | cells |
|---|---|---|---|---|---|
| 2_1_floorplan | 1.149 | 5077 | - | 0.4108 | 455 |
| 3_3_place_gp | 1.232 | 5659 | 34.25 | 0.4163 | 693 |
| 3_5_place_dp | 1.235 | 5659 | 34.25 | 0.4308 | 693 |
| 4_1_cts | 2.336 | 6231 | 37.71 | 0.4452 | 725 |
| 5_1_grt | 2.404 | 6231 | 37.71 | 0.4789 | 725 |
| 6_report | 2.321 | 6231 | 37.71 | 0.4384 | 725 |
==> worst min-delay path, cell delays in order (launching register included) <==
cell,delay (ns)
sky130_fd_sc_hd__dfxtp_1,0.30
sky130_fd_sc_hd__inv_1,0.04
sky130_fd_sc_hd__a21oi_1,0.05
==> flip-flops by register name, summed over array words and instances, names as in the netlist <==
signal and cells:
deser.KEY_MOD 8, deser.KEY_BUSY 1, i8255.CTRL 8, deser.ROW_WR 1, i8255.PA_REG 8, deser.STATE 3
ram.KEY_VAL 8, i8255.PC_REG 8, i8255.PB_REG 8, ram.RAM 64
==> logic make-up after synthesis <==
kind of cell / after synthesis / share of synthesized area [%]
flip-flops: 117 / 58.75
multiplexers: 48 / 9.808
AND-OR/OR-AND: 94 / 13.60
buffers and inverters: 34 / 2.637
AND/OR/NAND/NOR: 162 / 15.20
==> cells in the final DEF, fill, tap and decap left out, types with 2 or more instances in the layout <==
| master | count |
|---|---|
| sky130_fd_sc_hd__a21o_1 | 14 |
| sky130_fd_sc_hd__clkdlybuf4s50_1 | 35 |
| sky130_fd_sc_hd__a21oi_1 | 9 |
| sky130_fd_sc_hd__clkbuf_16 | 17 |
| sky130_fd_sc_hd__o311a_1 | 2 |
| sky130_fd_sc_hd__inv_1 | 9 |
| sky130_fd_sc_hd__clkinv_2 | 2 |
| sky130_fd_sc_hd__o21ai_0 | 21 |
| sky130_fd_sc_hd__mux2_2 | 14 |
| sky130_fd_sc_hd__a221oi_1 | 9 |
| sky130_fd_sc_hd__nor2_1 | 30 |
| sky130_fd_sc_hd__inv_8 | 2 |
| sky130_fd_sc_hd__a211oi_1 | 13 |
| sky130_fd_sc_hd__buf_4 | 7 |
| sky130_fd_sc_hd__and3_1 | 2 |
| sky130_fd_sc_hd__nand3_1 | 18 |
| sky130_fd_sc_hd__mux2i_1 | 34 |
| sky130_fd_sc_hd__nor2b_1 | 5 |
| sky130_fd_sc_hd__nor3_1 | 8 |
| sky130_fd_sc_hd__a22oi_1 | 5 |
| sky130_fd_sc_hd__clkinvlp_4 | 3 |
| sky130_fd_sc_hd__edfxtp_1 | 64 |
| sky130_fd_sc_hd__a211o_1 | 4 |
| sky130_fd_sc_hd__nor3b_1 | 8 |
| sky130_fd_sc_hd__dfxtp_1 | 53 |
| sky130_fd_sc_hd__nand2_1 | 66 |
| sky130_fd_sc_hd__o211ai_1 | 6 |
| sky130_fd_sc_hd__nand3b_1 | 13 |
| sky130_fd_sc_hd__nand4_1 | 3 |
| sky130_fd_sc_hd__nand2b_1 | 2 |
| sky130_fd_sc_hd__clkinv_4 | 3 |
| sky130_fd_sc_hd__inv_6 | 4 |
| sky130_fd_sc_hd__nor4_1 | 2 |
Power and IR drop assume default switching activity.
